`./design.v`:
```
module BCDto7SEG(
	input  [3:0] IN,
	output reg [6:0] OUT
	);
	always@(IN) begin
		case (IN)
			4'b0000: OUT <= 7'b1000000;  
			4'b0001: OUT <= 7'b1111001;  
			4'b0010: OUT <= 7'b0100100;  
			4'b0011: OUT <= 7'b0110000;  
			4'b0100: OUT <= 7'b0011001;  
			4'b0101: OUT <= 7'b0010010;  
			4'b0110: OUT <= 7'b0000010;  
			4'b0111: OUT <= 7'b1111000;  
			4'b1000: OUT <= 7'b0000000;  
			4'b1001: OUT <= 7'b0010000;  
			default: OUT <= 7'b1111111;  
		endcase
	end
endmodule 
```
`./run.sh`:
```
#!/bin/bash
# OpenROAD 26Q1-2900-gdf79404cd8, Yosys 0.63+post, stock flow scripts
make -C /OpenROAD-flow-scripts/flow DESIGN_CONFIG=/design/flow/config.mk WORK_HOME=/design/flow/orfs finish
```
`./config.mk`:
```
export PLATFORM = sky130hd
export DESIGN_NAME = BCDto7SEG
export DESIGN_NICKNAME = BCDto7SEG
export VERILOG_FILES = /design/flow/design.v
export SDC_FILE = /design/flow/constraint.sdc
export NUM_CORES = 4
export LEC_CHECK = 1
export CORE_AREA = 10 10 70 70
export DIE_AREA = 0 0 80 80
```
`./constraint.sdc`:
```
current_design BCDto7SEG

set clk_period 1.0
set clk_io_pct 0.2

create_clock -name clk0 -period $clk_period

set non_clock_inputs [all_inputs -no_clocks]
set_input_delay [expr $clk_period * $clk_io_pct] -clock clk0 $non_clock_inputs
set_output_delay [expr $clk_period * $clk_io_pct] -clock clk0 [all_outputs]
```
==> results.toml <==
# flow metrics
[yosys]
ys_cells = 33
postSynthSeqShare_pct = 0
top_cells_by_area = "ha_1, o21ai_0, nand2b_1, nor2_1, buf_6"
ys_warn_count = 1
netlist.area_leader.share_pct = 29.8
synth_cells = 33
ys_chip_area_um2 = 210
synth_cell_types = 13
syn_area_per_cell_um2 = 6.37
syn_area_um2 = 210
synth_top_cell_by_area = "ha_1"

[finish]
nFillCells = 388
clkbuf_count = 0
drive_above_1_share_pct = 61.4
area_delta_synth_final_pct = 164
flops = 0
finalNonFillerCells = 103
seq_area_um2 = 0

[die]
die_w_um = 80
row_count = 21
dieArea_um2 = 6400
dieHeight_um = 80
core_area_um2 = 3420
fp_util_pct = 6.15
ioPinCount = 11

[drt]
drc_errors = 0
wirelength_um = 862
wl_per_cell_um = 8.37
vias = 316
drt_first_pass_iters = 2
antenna_cells = 0
ant_nets = 0
viasPerCell = 3.07
first_iter_violations = 22

[timing]
max_freq_mhz = 709
fin_tns_setup_ns = -2.04
timing.final.crit_share_pct = 141
hold_viol_final = 0
rsz0062_at_grt = "true"
report.final.slew_viol_count = 0
finalCriticalPeriod_ns = 1.41
relSlewSlack_pct = 80.6
worst_pin_slew_ns = 0.291
setup_ws_ns = -0.409
setup_viol = 7

[critical_path]
crit_path_top_delay_cell = "or2b_1"
crit_type = "in2out"
startpoint_type = "input pin"
end_kind = "primary output"
crit_required_ns = 0.80
worst_path_dominant_cell_family = "buffers and inverters"
crit_chain = "buf_6 > buf_6 > or2b_1 > buf_4 > a21oi_4 > buf_6 > a31oi_1 > buf_2"
crit_arrival_ns = 1.21
critPathMaxStageDelay_ns = 0.24
crit_buf_inv = 5
path_max_fanout = 3
crit_top_cell = "buf_6"

[hold_path]
min_from = "IN[3]"
holdPathStages = 5
min_to = "OUT[2]"
hp-class = "in2out"

[global_routing]
first_global_vias = 279
grt_start_max_net_pins = 11
grt_first_pass_wirelength_um = 1390
overflow = 0
grtUsageTotal_pct = 2.54
antenna_found_initial = 0

[power_and_ir_drop]
power.leakage_nw = 0.234
intPower_uw = 116
p_per_area_nw_per_um2 = 354
p_sw_uw = 79.9
p_sw_share_pct = 40.7
ir_drop_mv = 0.0721
p_comb_share_pct = 100.0
p_seq_share_pct = 0
pwr-share-clk_pct = 0

[status]
violations = "negative setup slack"
outcome = "complete, but fails checks"

[job]
drv_cap = 0
warning_count = 38

[placed_design]
dp_hpwl_um = 575
place_congestion = 0.763
dp.cells = 95
port_buffers = 11

[clock_tree]
hold_buffers = 0
## cell type report
type | count | area (um^2) | share of cell area [%]
Inverter | 3 | 13.8 | 2.48
Multi-Input combinational cell | 28 | 267 | 48.1
Tap cell | 46 | 57.6 | 10.4
Timing Repair Buffer | 26 | 216 | 39.1
## power by group through the flow
stage	combinational [mW]	sequential [mW]	clock, mW
4_1_cts	0.176	0	0
5_1_grt	0.218	0	0
6_report	0.196	0	0
## worst max-delay path by stage
stage     startpoint      to  slack [ns]  cells past startpoint
6_report       IN[1]  OUT[3]       -0.41                      8
4_1_cts        IN[0]  OUT[3]       -0.42                      8
5_1_grt        IN[1]  OUT[3]       -0.45                      8
## tightest hold or removal path, stage by stage
cell and delay, ns:
buf_2 0.11, buf_4 0.13, o21ai_0 0.07, o21ai_1 0.08, buf_2 0.10
## synth_stat cells
master and instances:
buf_6 1, nand2_1 2, ha_1 5, nand2b_1 4, nor2_1 5, a21oi_1 2
or2_1 1, a21oi_2 1, or2b_1 1, a31oi_1 1, buf_2 1, o21ai_0 6
inv_1 3
## cells in the final DEF, fill, tap and decap left out, types with 2 or more instances in the layout
master / synthesis / layout
ha_4: 0 / 4
buf_2: 1 / 6
o21ai_0: 6 / 2
dlygate4sd2_1: 0 / 2
buf_6: 1 / 6
nand2b_4: 0 / 2
nor2_1: 5 / 4
nand2_1: 2 / 2
nand2b_1: 4 / 2
buf_4: 0 / 10
o21ai_1: 0 / 4
## per-layer routing
metal	track usage, %	part of all wire (%)
met1	3.16	41
met2	4.57	50
met3	0.568	8.0
met4	0	0
met5	0	0
## timing repair
action                                  in CTS  in global routing
setup buffers                                8                  1
pin swaps                                   11                  3
resized                                     55                  7
endpoints found under the setup margin       7                  7
## logic make-up after synthesis
kind of cell               after synthesis  share of synthesized area (%)
and+or+nand+nor                         13                           31.0
adders and majority gates                5                           29.8
AOI/OAI and AO/OA                       10                           26.2
buffers and inverters                    5                           13.1
## through the flow
step	hold slack (ns)	util, %	setup slack, ns	area [um^2]	power [mW]
after detailed placement	1.57	12.1	-1.03	414	0.149
after floorplan	0.488	-	0.0155	210	0.0518
after global routing	0.936	16.2	-0.454	554	0.218
final	0.882	16.2	-0.409	554	0.196
after CTS	0.897	14.9	-0.416	510	0.176
after global placement	1.59	12.1	-1.04	414	0.150
Power and IR drop assume default switching activity.
