===== /design/flow/config.mk =====
export PLATFORM = sky130hd
export DESIGN_NAME = baudGenerator
export DESIGN_NICKNAME = baudGenerator
export VERILOG_FILES = /design/flow/design.v
export SDC_FILE = /design/flow/constraint.sdc
export NUM_CORES = 4
export LEC_CHECK = 1
export CORE_AREA = 10 10 102 102
export DIE_AREA = 0 0 112 112

===== /design/flow/run.sh =====
#!/bin/bash
# OpenROAD 26Q1-2900-gdf79404cd8, Yosys 0.63+post, stock flow scripts
make -C /OpenROAD-flow-scripts/flow DESIGN_CONFIG=/design/flow/config.mk WORK_HOME=/design/flow/orfs finish

===== /design/flow/design.v =====
module baudGenerator(
	input  CLK,
	output reg BAUD
	);
	reg [22:0] buffer = 23'b0;
	always@(posedge CLK) begin
			if (buffer[22] == 1'b1) begin
					buffer <= 23'b0;
					BAUD   <= ~BAUD;
			end else
				buffer <= buffer + 1'b1;
	end
endmodule			

===== /design/flow/constraint.sdc =====
current_design baudGenerator

set clk_period 3.6
set clk_io_pct 0.2

create_clock -name clk0 -period $clk_period [get_ports {CLK}]

set non_clock_inputs [all_inputs -no_clocks]
set_input_delay [expr $clk_period * $clk_io_pct] -clock clk0 $non_clock_inputs
set_output_delay [expr $clk_period * $clk_io_pct] -clock clk0 [all_outputs]

==> results_dict.tcl <==
# implementation run metrics
set metrics [dict create \
    die_h_um 112 \
    crit_path_end_kind "flip-flop" \
    cts_buffers 3 \
    ys_seq_elements 24 \
    synth.distinct_cells 26 \
    hold_viol_final 0 \
    clock_sinks 24 \
    max-cap-violations 0 \
    ios 2 \
    antenna_found_initial 0 \
    dr.pass1.iters 4 \
    cts_setup_buffers 0 \
    fp-utilization_pct 12.79 \
    dp_hpwl_mm 1.196 \
    numPortBuffers 1 \
    ys_seq_share_pct 46.67 \
    tightest_slew_ps 352.5 \
    core_um2 8217 \
    tns_ps 0 \
    synth_area_per_cell_um2 9.060 \
    slew_viol_final 0 \
    top_cells_by_area "dfxtp_1, xnor2_1, nor2_1, nand3_1, nor4_1" \
    drtAntennaViolNets 0 \
    grt-ovfl-total 0 \
    openroad.warnings 25 \
    criticalPathCategory "reg -> reg" \
    top_area_share_pct 43.81 \
    slowest_delay_ps 400 \
    diodes 0 \
    yosysChipArea_um2 1051 \
    max_freq_mhz 521.3 \
    p_per_area_nw_per_um2 398.1 \
    grt_pass1_vias 691 \
    route.detailed.drc 0 \
    die_w_um 112 \
    root_buffer "clkbuf_8" \
    viasPerCell 3.471 \
    crit_buf_inv 0 \
    fillers 904 \
    dr_total_vias 774 \
    fin_area_um2 1256 \
    holdBufCountCts 0 \
    drive_gt1_share_pct 6.780 \
    yosysWarnings 1 \
    grt_max_degree 27 \
    track_usage_pct 2.766 \
    startpoint_type "flip-flop" \
    logic_area_um2 526.8 \
    ff_type "dfxtp_1" \
    status "finished, final reports clean" \
    wl_mm 1.721 \
    wl_per_cell_um 7.717 \
    largest_area_cell "dfxtp_1" \
    cp_max_fo 6 \
    min_path_type "reg -> reg" \
    cts_tree "done" \
    fp-row-count 33 \
    layout_top_cells "dfxtp_1, nor2_1, xnor2_1, nand3_1" \
    required_ps 3760 \
    arrival_ps 2080 \
    chipArea_um2 12540 \
    synth-edff-count 1 \
    synth_area_um2 1051 \
    place_area_um2 1185 \
    clock_latency_ps 270 \
    ys_cells 116 \
    irDropWorstVdd_uv 195.9 \
    setup_viol 0 \
    finalCriticalPeriod_ps 1918 \
    p_leak_nw 0.4496 \
    syn_to_final_growth_pct 19.52 \
    fin_crit_sh_pct 53.28 \
    async_flop_share_pct 0 \
    crit_path_cell_trace "ha_1 -> nand2_1 -> or2_1 -> nor4_1 -> mux2_1" \
    slowest_stage "dfxtp_1" \
    clock_skew_ps 6.300 \
    grt_pass1_wl_mm 3.139 \
    grt_setup_unrepaired "false" \
    gp_congestion 0.7866 \
    drt_iter0_markers 43 \
    seqCellArea_um2 490.5 \
    cts_resized 0 \
    synth_cells 116 \
    path_clk_slew_ps 90 \
    cts.htree.levels 1 \
    crit_family "simple AND/OR/NAND/NOR gates" \
    clk_path_buf_depth 2 \
    lay_top_count "dfxtp_1" \
    relSlewSlack_pct 76.28 \
]
## worst paths after layout
path                                       startpoint                    end  slack [ps]  depth (start not counted)
worst min-delay path            buffer[21]$_SDFF_PP0_  buffer[21]$_SDFF_PP0_         490                          2
worst max-delay path             buffer[0]$_SDFF_PP0_  buffer[20]$_SDFF_PP0_        1680                          5
worst min register to register  buffer[21]$_SDFF_PP0_  buffer[21]$_SDFF_PP0_         490                          2
worst max register to register   buffer[0]$_SDFF_PP0_  buffer[20]$_SDFF_PP0_        1680                          5
## cells by family (layout without fill, tap and decap cells)
kind of cell / after synthesis / in the layout / synth area share, %
buffers and inverters: 9 / 11 / 3.214
muxes: 2 / 2 / 2.143
DFF: 24 / 24 / 46.67
adders and majority gates: 1 / 1 / 1.190
AOI/OAI and AO/OA: 10 / 10 / 5.714
and+or+nand+nor: 57 / 57 / 30.24
xor gates and xnor gates: 13 / 13 / 10.83
## power by group
part	total, W	internal (W)	switching, W
Combinational	0.000000000217	0	0
Clock	0.000233	0.000149	0.0000849
Sequential	0.000267	0.000267	0
## worst reg2reg max path: cells and delay by family, from the launching register on
kind                     cells  cell delay, ps
adder cells (fa/ha/maj)      1             260
flip-flops                   1             400
multiplexers                 1             350
AND/OR/NAND/NOR              3             810
## cells in the mapped netlist, types with 2 or more instances
library cell,number
nand3_1,8
nor4_1,5
o31ai_1,4
nor2b_1,3
inv_1,5
or2_1,2
or3_1,2
mux2_1,2
xor2_1,3
a21oi_1,5
nand2_1,4
xnor2_1,10
nor2_1,17
nand4_1,3
nor3_1,4
or4_1,4
dfxtp_1,23
clkbuf_1,4
## final cells by class
type                       instances  share of cell area [%]
clock buffer                       3                   3.287
clock inverter                     1                   2.390
inverter                           5                   1.494
multi-input combinational         83                   41.93
sequential                        24                   39.04
tap                              105                   10.46
timing repair buffer               2                   1.394
## metal layers
metal	vias up	global-route usage [%]	routed length, µm
met3	0	1.031	72
li1	409	-	-
met2	9	3.768	681
met4	0	0.2538	0
met1	356	4.159	966
met5	-	0	0
## stage by stage
step                hold slack (ps)  setup WS (ps)  cells  power (W)  utilization [%]
global placement              467.0           1721    219  0.0002730            14.42
global route                  506.3           1559    223  0.0005185            15.29
CTS                           486.1           1681    223  0.0005059            15.29
floorplan                     441.3           1777    116  0.0002730                -
detailed placement            472.5           1695    219  0.0002730            14.42
finish                        487.9           1682    223  0.0005001            15.29
## registers in the layout, summed over array words and instances (netlist names)
| register | cells |
|---|---|
| buffer | 23 |
| BAUD | 1 |
No activity file was given, so power comes from the tool's default toggle rates.
